[run.sh]
#!/bin/bash
# OpenROAD 26Q1-2900-gdf79404cd8, Yosys 0.63+post, stock flow scripts
make -C /OpenROAD-flow-scripts/flow DESIGN_CONFIG=/design/flow/config.mk WORK_HOME=/design/flow/orfs finish
[design.v]
module alu(
    input  wire clock,
    input  wire reset,
    input wire [3:0] ALUSel,
    input wire [31:0] A,
    input wire [31:0] B,
    output reg [31:0] ALU_res
); 
always @( * ) begin
    case(ALUSel)
        4'b0000:  ALU_res = $signed(A) + $signed(B);   
        4'b1000:  ALU_res = $signed(A) - $signed(B);  
        4'b0001:  ALU_res = $unsigned(A) << $unsigned(B[4:0]);  
        4'b0010:  ALU_res = $signed(A) < $signed(B) ? 1:0 ;  
        4'b0011:  ALU_res = $unsigned(A) < $unsigned(B) ? 1:0 ; 
        4'b0100:  ALU_res = $unsigned(A) ^ $unsigned(B);  
        4'b0101:  ALU_res = $unsigned(A) >> $unsigned(B[4:0]); 
        4'b1101:  ALU_res = $signed(A) >>> $unsigned(B[4:0]);  
        4'b0110:  ALU_res = $unsigned(A) | $unsigned(B);  
        4'b0111:  ALU_res = $unsigned(A) & $unsigned(B);  
        default:  ALU_res = A + B;
    endcase
end
endmodule
[config.mk]
export PLATFORM = sky130hd
export DESIGN_NAME = alu
export DESIGN_NICKNAME = alu
export VERILOG_FILES = /design/flow/design.v
export SDC_FILE = /design/flow/constraint.sdc
export NUM_CORES = 4
export LEC_CHECK = 1
export CORE_UTILIZATION = 40
[constraint.sdc]
current_design alu

set clk_period 18.8
set clk_io_pct 0.2

create_clock -name clk0 -period $clk_period

set non_clock_inputs [all_inputs -no_clocks]
set_input_delay [expr $clk_period * $clk_io_pct] -clock clk0 $non_clock_inputs
set_output_delay [expr $clk_period * $clk_io_pct] -clock clk0 [all_outputs]
==> metrics.log <==
[flow] collecting metrics
INFO  metric global_route_wire_length_before_repair = 58150 um
INFO  metric cts.repair.resized = 0
INFO  metric top_area_cell = ha_1
INFO  metric power.density_cell_area = 32.07 mW/mm2
INFO  metric synth.top_cells.by_count = nor2_1, a21oi_1, nand2_1
INFO  metric die-area = 0.02263 mm2
INFO  metric grt_start_max_net_pins = 72
INFO  metric relSlewSlack = 40.60%
INFO  metric place_ws = 6.467 ns
INFO  metric number_of_cells_in_yosys_stat = 1322
INFO  metric post_route_cells_drive_above_1_share = 7.646%
INFO  metric total_routed_length = 38150 um
INFO  metric layout_min_cycle_time = 12.48 ns
INFO  metric multiInputGateArea = 0.007909 mm2
INFO  metric post_synth_main_area_contributors = ha_1, a21oi_1, mux4_2
INFO  metric wl_per_cell = 23.71 um
INFO  metric hold_viol_final = 0
INFO  metric grt_antenna_before_repair = 0
INFO  metric crit_fanout = 47
INFO  metric post_drt_via_cell_ratio = 6.631
INFO  metric period_used_share = 66.40%
INFO  metric grt_remaining_overflow = 0
INFO  metric warnings = 99
INFO  metric cap_viol_max_count = 0
INFO  metric synth.cell_area = 0.008815 mm2
INFO  metric port-buffer-count = 100
INFO  metric pin_count = 102
INFO  metric top_cell_area_share = 13.77%
INFO  metric global_route_usage_over_all_layers = 34.41%
INFO  metric ant_nets = 0
INFO  metric dp_cells = 1609
INFO  metric num_vias = 10670
INFO  metric peakVddDrop = 0.00001442 V
INFO  metric setup_viol_count_final = 0
INFO  metric slew_violations = 0
INFO  metric yosys_warnings = 1
INFO  metric detailedPlacementHpwl = 28700 um
INFO  metric fmax = 0.08010 GHz
INFO  metric hold-path-endpoint = ALU_res[3]
INFO  metric grt_pass1_vias = 9687
INFO  metric critical_path.startpoint_type = input port
INFO  metric floorplan.initialDensity = 41.41%
INFO  metric design.core.area = 0.02129 mm2
INFO  metric yosys.cell_types.count = 88
INFO  metric grt_setup_unrepaired = no
INFO  metric sequential_cell_area = 0 um2
INFO  metric dr.first_iter.drc_count = 1167
INFO  metric instances_no_fill = 1609
INFO  metric totalNegativeSetupSlack = 0 ns
INFO  metric post_synth.cell_area_avg = 6.668 um2
INFO  metric design.seq.count = 0
INFO  metric worst_min_delay_path_class = in -> out
INFO  metric cts_hold_buffers = 0
INFO  metric die_width = 150.4 um
INFO  metric run_status = complete, no violations
INFO  metric yosys-stat-area = 0.008815 mm2
INFO  metric post-route-drc-count = 0
INFO  metric worstPathRequired = 15.04 ns
INFO  metric drt_pass1_iterations = 7
INFO  metric die.size.y = 150.4 um
INFO  metric worstPathArrival = 8.72 ns
INFO  metric critical_path_end_type = primary output
INFO  metric synth_sequential_area_ratio = 0%
INFO  metric layout_filler_cell_count = 2239
INFO  metric area_delta_synth_final = 10.86%
INFO  metric layout.clock_buffers = 0
INFO  metric most_common_cell = nor2_1
INFO  metric timing.hold.worst.start = B[4]
INFO  metric routabilityCongestion = 0.9883
INFO  metric timing.final.ws_setup = 6.316 ns
INFO  metric post-cts-setup-buffer-count = 0
INFO  metric worst_max_slew_pin_slew = 0.8900 ns
INFO  metric worstHoldPathCells = 5
INFO  metric antenna_cells = 0
INFO  metric critical_path_type = in -> out
INFO  metric synthesized_netlist_cell_count = 1322
INFO  metric std_cell_rows = 53
INFO  metric leakage = 0.004018 uW
worst max path at each step:
stage | from | cells past startpoint | to | slack, ns
after CTS | B[4] | 14 | ALU_res[27] | 6.44
final | B[4] | 14 | ALU_res[27] | 6.32
after global routing | B[4] | 14 | ALU_res[27] | 6.16
final cells by class:
cell class | count | share of cell area, %
multi-input cells | 1113 | 80.93
repair buffers | 123 | 11.78
inverters | 98 | 3.764
well taps | 275 | 3.521
routing by layer:
metal	GRT usage (%)	share of wire, %
met2	52.28	44
met1	48.24	42
met5	0	0
met3	7.326	10
met4	12.07	3.8
logic make-up after synthesis:
group                      share of synthesized area [%]
xor gates and xnor gates                           1.093
AOI/OAI and AO/OA                                  39.72
and+or+nand+nor                                    20.44
muxes                                              14.14
buffers and inverters                              10.39
adders and majority gates                          14.22
report_power, final:
part           switching [uW]  internal, uW  leakage (uW)
Sequential                  0             0             0
Combinational             186           128       0.00402
Clock                       0             0             0
Total                     186           128       0.00402
worst max-delay path, cell delays in order:
cell and delay, ns:
buf_2 0.07, buf_4 0.44, inv_1 0.56, ha_1 0.66, inv_1 0.15, a21oi_1 0.40, nor4_1 0.11, nor4_2 0.72
nor4_1 0.16, a211oi_2 0.56, a221o_1 0.24, o21ai_1 0.10, o211ai_1 0.22, clkdlybuf4s50_1 0.55
through the flow:
step	area (um2)	hold slack [ns]	power [uW]	util [%]
floorplan	8815	7.694	196.0	-
global placement	9772	8.619	305.0	45.91
detailed placement	9772	8.596	304.8	45.91
CTS	9772	8.606	306.9	45.91
global route	9772	8.653	338.8	45.91
finish	9772	8.609	313.4	45.91
placed cells by master (no fill, tap or decap), types with 11 or more instances in the layout:
master and count:
a211oi_1 29, nor2_1 151, nand3_1 23, nor3_1 32
nand2_1 107, a221oi_1 27, a21oi_1 147, o221ai_1 13
o21bai_1 21, mux2_2 12, inv_1 95, a31oi_1 11
nand2b_1 11, ha_1 97, buf_4 24, clkdlybuf4s50_1 95
nor4_1 12, o21ai_0 100, mux4_2 28, o211ai_1 27
o22ai_1 16, mux2i_1 48, nor2b_1 11, a21o_1 21
Power figures rest on the tool's default switching activity, not on a simulated workload.
