### flow/design.v
module pipeline_regs(
    input  wire clock,
    input  wire reset,
    input  wire nop,
    input  wire PCSel_f, 
    input  wire PCSel,  
    input  wire [1:0] BrUn,
    input  wire RegWEn,  
    input  wire BSel,  
    input  wire ASel,  
    input  wire MemRW,  
    input  wire [1:0]WBSel,  
    input  wire [3:0]ALUSel,
    input  wire [31:0]IMM,
    input  wire [2:0] func3,
    input  wire [31:0] pcDi,
    input  wire [31:0] instDi,
    input  wire [31:0] rs1Xi,
    input  wire [31:0] rs2Xi,
    input  wire [4:0]  addr_Xi,
    input  wire [31:0] aluMi,
    input  wire [31:0] rs2Mi,
    input  wire [31:0] dmemWi,
    output reg BSelX,  
    output reg ASelX,  
    output reg MemRWM,  
    output reg PCSelX,  
    output reg [1:0]BrUnX,
    output reg PCSelM,  
    output reg RegWEnW,  
    output reg [1:0]WBSelW,  
    output reg [3:0]ALUSelX,
    output reg [2:0] func3_Xo,
    output reg [2:0]func3_Mo,
    output reg [31:0] pcDo,
    output reg [31:0] instDo,
    output reg [31:0] pcXo,
    output reg [31:0] rs1Xo,
    output reg [31:0] rs2Xo,
    output reg [31:0] immXo,
    output reg [31:0] pcMo,
    output reg [31:0] aluMo,
    output reg [31:0] rs2Mo,
    output reg [31:0] dmemWo,
    output reg [4:0]  addr_Wo,
    output reg [31:0] pcWo
);
    reg [4:0]  addr_Xo;
    reg [4:0]  addr_Mo;
    reg RegWEnX;  
    reg MemRWX;  
    reg RegWEnM;  
    reg [1:0]WBSelM;  
  always @(posedge clock or posedge reset) begin
    if(reset) begin   
        BSelX <= 0;
        ASelX <= 0;
        MemRWM <= 0;
        RegWEnW <= 0;
        WBSelW <= 0;
        ALUSelX <= 0;
        func3_Xo <= 0;
        PCSelX <= 0;
        BrUnX <= 0;
        RegWEnX <= 0;
        MemRWX <= 0;
        PCSelM <= 0;
        RegWEnM <= 0;
        WBSelM <= 0;
        func3_Mo <= 0;
        instDo <= 0;
        pcXo <= 0;
        rs1Xo <= 0;
        rs2Xo <= 0;
        immXo <= 0;
        pcMo <= 0;
        aluMo <= 0;
        rs2Mo <= 0;
        dmemWo <= 0;
        addr_Wo <= 0;
        pcDo <= 0;
        addr_Xo <= 0;
        addr_Mo <= 0;
        pcWo <= 0;
    end
    else if (nop) begin
        RegWEnW  <= RegWEnM;
        WBSelW  <= WBSelM;
        pcWo <= pcMo;
        MemRWM  <= MemRWX;
        PCSelM  <= PCSelX;
        RegWEnM  <= RegWEnX;
        WBSelM  <= WBSel;
        func3_Mo  <= func3_Xo;     
        BSelX  <= 0;
        ASelX  <= 0;
        ALUSelX  <= 0;
        PCSelX  <= 0;
        BrUnX <= 0;
        RegWEnX  <= 0;
        MemRWX  <= 0;
        dmemWo  <= dmemWi;
        addr_Wo  <= addr_Mo;
        pcMo  <= pcXo;
        aluMo  <= aluMi;
        rs2Mo  <= rs2Mi;
        pcXo  <= 0;
        rs1Xo  <= 0;
        rs2Xo  <= 0;
        immXo  <= 0;
        addr_Mo  <= addr_Xo;
        addr_Xo  <= 0;
        func3_Xo  <= 0;
    end
    else if (PCSel_f) begin
        RegWEnW  <= RegWEnM;
        WBSelW  <= WBSelM;
        pcWo <= pcMo;
        MemRWM  <= MemRWX;
        PCSelM  <= PCSelX;
        RegWEnM  <= RegWEnX;
        WBSelM  <= WBSel;
        func3_Mo  <= func3_Xo;     
        BSelX  <= 0;
        ASelX  <= 0;
        ALUSelX  <= 0;
        PCSelX  <= 0;
        BrUnX <= 0;
        RegWEnX  <= 0;;
        MemRWX  <= 0;
        dmemWo  <= dmemWi;
        addr_Wo  <= addr_Mo;
        pcMo  <= pcXo;
        aluMo  <= aluMi;
        rs2Mo  <= rs2Mi;
        pcXo  <= 0;
        rs1Xo  <= 0;
        rs2Xo  <= 0;
        immXo  <= 0;
        instDo  <= 0;
        pcDo  <= 0; 
        addr_Mo  <= addr_Xo;
        addr_Xo  <= 0;
        func3_Xo  <= 0;
    end
    else begin
        RegWEnW  <= RegWEnM;
        WBSelW  <= WBSelM;
        pcWo <= pcMo;
        MemRWM  <= MemRWX;
        PCSelM  <= PCSelX;
        RegWEnM  <= RegWEnX;
        WBSelM  <= WBSel;
        func3_Mo  <= func3_Xo;     
        BSelX  <= BSel;
        ASelX  <= ASel;
        ALUSelX  <= ALUSel;
        PCSelX  <= PCSel;
        BrUnX <= BrUn;
        RegWEnX  <= RegWEn;
        MemRWX  <= MemRW;
        dmemWo  <= dmemWi;
        addr_Wo  <= addr_Mo;
        pcMo  <= pcXo;
        aluMo  <= aluMi;
        rs2Mo  <= rs2Mi;
        pcXo  <= pcDo;
        rs1Xo  <= rs1Xi;
        rs2Xo  <= rs2Xi;
        immXo  <= IMM;
        instDo  <= instDi;
        pcDo  <= pcDi; 
        addr_Mo  <= addr_Xo;
        addr_Xo  <= addr_Xi;
        func3_Xo  <= func3;
    end
 end
endmodule
### flow/run.sh
#!/bin/bash
# OpenROAD 26Q1-2900-gdf79404cd8, Yosys 0.63+post, stock flow scripts
make -C /OpenROAD-flow-scripts/flow DESIGN_CONFIG=/design/flow/config.mk WORK_HOME=/design/flow/orfs finish
### flow/config.mk
export PLATFORM = sky130hd
export DESIGN_NAME = pipeline_regs
export DESIGN_NICKNAME = pipeline_regs
export VERILOG_FILES = /design/flow/design.v
export SDC_FILE = /design/flow/constraint.sdc
export NUM_CORES = 4
export LEC_CHECK = 1
export CORE_AREA = 10 10 368 368
export DIE_AREA = 0 0 378 378
### flow/constraint.sdc
current_design pipeline_regs

set clk_period 1.4
set clk_io_pct 0.2

create_clock -name clk0 -period $clk_period [get_ports {clock}]

set non_clock_inputs [all_inputs -no_clocks]
set_input_delay [expr $clk_period * $clk_io_pct] -clock clk0 $non_clock_inputs
set_output_delay [expr $clk_period * $clk_io_pct] -clock clk0 [all_outputs]
==> results.yml <==
# flow metrics
detailed_routing:
  ant_nets: 0
  drt-initial-drc-count: 409
  drt_pre_antenna_iters: 5
  drc: 0
  wl_per_cell_um: 16.5
  via_per_inst: 2.68
  via_count: 8699
  wl_mm: 53.6
global_route:
  grt_overflow_total: 0
  antenna_found_initial: 11
  grt_pass1_vias: 9496
  grt_max_degree: 99
  track_usage_pct: 7.23
  grt_pass1_wl_mm: 73.6
cts:
  clock_path_buffers: 3
  numCtsBuffers: 46
  cts.clk_slew.worst_paths_ns: 0.06
  cts_max_level: 2
  cts_tree: "yes"
  clock_sinks: 392
  clk_latency_ns: 0.57
  root_buffer: "clkbuf_16"
critical_path:
  r2r-end: "pcDo[31]"
  cp-end-kind: "output pin"
  cp_slowest_cell: "dfrtp_2"
  worstReg2RegStart: "pcDo[31]"
  crit_path_max_fanout: 2
  rrSetupSlack_ns: 0.42
  arrival_ns: 1.23
  max_stage_delay_ns: 0.47
  critPathKind: "register to output pin"
  crit_path_cell_trace: "buf_2"
  path_buffers: 1
  worstPathRequired_ns: 1.12
  cp-start-kind: "register"
  crit_family: "flip-flops"
  worstRegToRegCells: 3
flow_run:
  openroad.warnings: 28
  maxCapViolCount: 0
placed_design:
  routabilityCongestion: 0.826
  port_buffers: 657
  hpwl_mm: 42.3
  placed_area_um2: 21200
pwr:
  p_total_mw: 27.2
  power.density_nw_per_um2: 1260
  peakVddDrop_mv: 0.907
  p_leak_nw: 10.4
final_timing:
  hold_viol: 0
  max_freq_ghz: 0.663
  final_max_slew_viol_count: 0
  tightestPinTransition_ns: 0.427
  timing.final.crit_share_pct: 108
  setup_viol: 45
  finClkSkew_ns: 0.179
  layout_setup_ws_ns: -0.109
  relSlewSlack_pct: 71.6
  grt_setup_unrepaired: "yes"
  fin_crit_ns: 1.51
  tns_ns: -1.20
status:
  violations: "setup timing"
  run_status: "finished with violations"
die:
  dieArea_um2: 143000
  core_area_um2: 128000
  fp_util_pct: 9.57
  die_y_um: 378
  io-pin-count: 658
  die_x_um: 378
  rows: 131
finish:
  drive_gt1_share_pct: 42.8
  mostFrequentLayoutCells: "382 x dfrtp_1, 359 x buf_2, 278 x clkdlybuf4s50_1, 99 x buf_4, 98 x and2_4"
  final_area_um2: 21600
  areaGrowthSynthToFinish_pct: 77.2
  lay_top_count: "dfrtp_1"
yosys:
  synthDistinctLibCells: 16
  netlist_instances: 763
  yosysCellCount: 763
  top_area_cell: "dfrtp_1"
  synth.top_cell.area_share_pct: 80.4
  syn_area_um2: 12200
  yosys_area_um2: 12200
  ys_seq_share_pct: 80.4
  yosysWarningCount: 1
  synth.area.top_cells: "dfrtp_1 80%, and2_4 7.0%, nand2b_1 3.1%"
  postSynthAreaPerCell_um2: 16.0
  ys.flops: 392
worst_hold_path:
  hold_class: "input pin to async pin"
==> registers in the layout, indices dropped and copies added (netlist names), 4 cells and up <==
register  flops
ALUSelX       4
instDo       32
aluMo        32
rs1Xo        32
addr_Wo       5
immXo        32
pcWo         32
rs2Mo        32
pcDo         32
pcXo         32
rs2Xo        32
addr_Xo       5
pcMo         32
addr_Mo       5
dmemWo       32
==> cells in the mapped netlist, drive strengths merged <==
cell type,n
a22o,3
nand2b,61
inv,1
buf,18
dfrtp,392
and2,147
nor2,1
nand2,61
clkbuf,18
o21ai,61
==> area by class of cell <==
cell class	instances	area (µm²)
antenna	2	5.00
clock buffer	67	1330
clock inverter	17	280
fill	14044	106000
inverter	1	7.51
multi-input combinational	334	2120
sequential	392	9820
tap	1662	2080
timing repair buffer	774	5990
==> cells by family after synthesis <==
kind of cell	after synthesis	share of synthesized area [%]
buffers and inverters	37	2.30
and+or+nand+nor	270	14.6
AOI/OAI and AO/OA	64	2.72
DFF	392	80.4
==> how the worst max path moves through the flow <==
stage | depth (start not counted) | to | slack (ns) | startpoint
CTS | 1 | rs1Xo[9] | -0.19 | rs1Xo[9]
global route | 1 | pcXo[16] | -0.18 | pcXo[16]
finish | 1 | pcXo[16] | -0.11 | pcXo[16]
==> timing repair <==
action                                 4_1_cts  5_1_grt
setup buffers                               50       22
endpoints found under the hold margin        0        0
setup endpoints to repair                  376      373
resized                                   1265        4
hold buffers                                 0        0
==> where the power goes <==
group | internal [mW] | total (mW) | switching (mW)
logic | 1.58 | 2.53 | 0.957
clock network | 7.59 | 12.6 | 5.04
registers | 11.9 | 12.1 | 0.217
==> per-stage QoR <==
step	util (%)	instances	worst slack (ns)	hold slack [ns]
after floorplan	-	763	-4.15	0.311
after global placement	16.7	3091	-0.0346	0.331
final	17.0	3249	-0.109	0.0810
after CTS	16.8	3225	-0.190	0.0294
after detailed placement	16.7	3091	-0.00790	0.335
after global routing	17.0	3248	-0.178	0.0390
==> per-layer routing <==
| layer | track usage (%) | wire length [µm] |
|---|---|---|
| met1 | 9.05 | 21600 |
| met2 | 11.2 | 24100 |
| met3 | 3.80 | 6730 |
| met5 | 0 | 27 |
| met4 | 1.37 | 1160 |
No activity file was given, so power comes from the tool's default toggle rates.
