==> ./design.v <==
module decode_memory(
    input  wire clock,
    input  wire reset,
    input  wire [31:0] inst,
    output reg [6:0] OPC,
    output reg [4:0] RD,
    output reg [4:0] RS1,
    output reg [4:0] RS2,
    output reg [2:0] func3,
    output reg [6:0] func7,
    output reg [31:0] IMM,
    output reg [4:0] SHAMT
);
wire[19:0] imm_20;
wire[11:0] imm_12;
assign imm_20 = {20{inst[31]}};
assign imm_12 = {12{inst[31]}};
always @( * ) begin
    OPC = inst[6:0];
    case(OPC)
        7'b0110011: begin    
            RD = inst[11:7];
            RS1 = inst[19:15];
            RS2 = inst[24:20];
            func3 = inst[14:12];
            func7 = inst[31:25];
            IMM = 0;
            SHAMT = 0;
        end 
        7'b0010011: begin  
            RD = inst[11:7];
            RS1 = inst[19:15];
            RS2 = 0;
            func3 = inst[14:12];
            func7 = 0;
            IMM[11:0] = inst[31:20];
            IMM[31:12] = imm_20;
            SHAMT = 0 ;
            if(func3 == 3'b001||func3 == 3'b101)begin  
                SHAMT = inst[24:20];
            end
        end 
        7'b1100111: begin  
            RD = inst[11:7];
            RS1 = inst[19:15];
            RS2 = 0;
            func3 = inst[14:12];
            func7 = 0;
            IMM[11:0] = inst[31:20];
            IMM[31:12] = imm_20;
            SHAMT = 0;
        end 
        7'b0100011: begin
            RD = 0;
            RS1 = inst[19:15];
            RS2 = inst[24:20];
            func3 = inst[14:12];
            func7 = 0;
            IMM[4:0] = inst[11:7];
            IMM[11:5] = inst[31:25];
            IMM[31:12] = imm_20;
            SHAMT = 0;
        end
        7'b1100011: begin
            RD = 0;
            RS1 = inst[19:15];
            RS2 = inst[24:20];
            func3 = inst[14:12];
            func7 = 0;
            IMM[0] = 0;
            IMM[4:1] = inst[11:8];
            IMM[10:5] = inst[30:25];
            IMM[11] = inst[7];
            IMM[31:12] = imm_20;
            SHAMT = 0;
        end 
        7'b0110111: begin
            RD = inst[11:7];
            RS1 = 0;
            RS2 = 0;
            func3 = 0;
            func7 = 0;
            IMM[31:12] = inst[31:12];
            IMM[11:0] = {12{1'b0}};
            SHAMT = 0;
        end 
        7'b0010111: begin
            RD = inst[11:7];
            RS1 = 0;
            RS2 = 0;
            func3 = 0;
            func7 = 0;
            IMM[31:12] = inst[31:12];
            IMM[11:0] = {12{1'b0}};
            SHAMT = 0;
        end 
        7'b1101111: begin
            RD = inst[11:7];
            RS1 = 0;
            RS2 = 0;
            func3 = 0;
            func7 = 0;
            IMM[0]= 0; 
            IMM[10:1] = inst[30:21];
            IMM[11] = inst[20];
            IMM[19:12] = inst[19:12];
            IMM[31:20] = imm_12;
            SHAMT = 0;
        end 
        7'b0000011: begin
            RD = inst[11:7];
            RS1 = inst[19:15];
            RS2 = 0;
            func3 = inst[14:12];
            func7 = 0;
            IMM[11:0] = inst[31:20];
            IMM[31:12] = imm_20;
            SHAMT = 0;
        end 
        7'b1110011: begin
            RD = 0;
            RS1 = 0;
            RS2 = 0;
            func3 = 0;
            func7 = 0;
            IMM = 0;
            SHAMT = 0;
        end 
        default: begin
            RD = 0;
            RS1 = 0;
            RS2 = 0;
            func3 = 0;
            func7 = 0;
            IMM = 0;
            SHAMT = 0;
        end
    endcase
end
endmodule
==> ./run.sh <==
#!/bin/bash
# OpenROAD 26Q1-2900-gdf79404cd8, Yosys 0.63+post, stock flow scripts
make -C /OpenROAD-flow-scripts/flow DESIGN_CONFIG=/design/flow/config.mk WORK_HOME=/design/flow/orfs finish
==> ./config.mk <==
export PLATFORM = sky130hd
export DESIGN_NAME = decode_memory
export DESIGN_NICKNAME = decode_memory
export VERILOG_FILES = /design/flow/design.v
export SDC_FILE = /design/flow/constraint.sdc
export NUM_CORES = 4
export LEC_CHECK = 1
export CORE_AREA = 10 10 89 89
export DIE_AREA = 0 0 99 99
==> ./constraint.sdc <==
current_design decode_memory

set clk_period 2.8
set clk_io_pct 0.2

create_clock -name clk0 -period $clk_period

set non_clock_inputs [all_inputs -no_clocks]
set_input_delay [expr $clk_period * $clk_io_pct] -clock clk0 $non_clock_inputs
set_output_delay [expr $clk_period * $clk_io_pct] -clock clk0 [all_outputs]
==> deck_impl_summary.md <==
Flow Results at a Glance

Critical path
  – Bufs and invs on worst path: 3
  – Worst Setup SP: inst[1]
  – Worst EP required: 2.24 ns
  – Data arrival time of the critical path: 2.11 ns
  – Setup crit end kind: primary output
  – Critical path type: in -> out
  – CP Cell Sequence: dlygate4sd2_1, nand2_1, buf_4, a21oi_4, a22o_2, clkdlybuf4s50_1
  – Cell depth of the worst setup path: 6
  – CP delay by family, top: buffers and inverters
  – Crit path largest cell delay: 0.47 ns
  – Peak fanout along the critical path: 6
  – CP startpoint kind: input port
  – Slowest-stage cell, CP: clkdlybuf4s50_1

Synth
  – Max-area cell share: 0.176
  – Yosys cell types: 42
  – Gate Count Post-Synth: 135
  – Yosys top cell by area: and2_1
  – Synthesized cell area: a little over 900 sq um
  – Ys Warns: 1
  – Biggest area cells: and2_1 18%, a21o_1 6.5%, buf_4 5.7%
  – Syn avg cell area: 6.86 sq um
  – Top-count cell post-synth: and2_1
  – Post-synth seq share: 0
  – Commonest cells in the synthesized netlist: 26 x and2_1, 9 x nand3_1, 8 x a21o_1, 8 x buf_2, 8 x nand4_1
  – Synthesis area per yosys: 926 sq um
  – Number of cells in Yosys stat: ~140

Final timing
  – Fmax: 375 MHz
  – RSZ-0062 raised after global routing: false
  – Period minus WS final: between 2 and 3 ns
  – Final-report max-slew violation count: 0
  – Slew @ Worst Pin: ~0.26 ns
  – Worst hold slack: 1.61 ns
  – Cycle use final: 0.952
  – Final setup TNS: 0 ns
  – Final Hold Vio Count: 0
  – Rel. slew slack: 0.828
  – Final worst slack: 0.133 ns
  – # setup viols final: 0

Hold path
  – Startpoint of the worst hold path: inst[2]
  – Worst hold path type: in -> out
  – Hold Path End: IMM[31]
  – Hold path depth: 3

Final layout
  – FF+latch area: 0 sq um
  – Layout cells sized above 1: 0.245
  – Flop count: 0
  – Final Non-Filler Cells: ~330
  – # fillers: 614
  – Clkbuf count: 0
  – Area delta synth->final: 140%
  – Logic area: 833 sq um

GRT
  – Largest net degree at the start of global routing: 10
  – Initial antenna violation count: 0
  – Vias in the first global route: 1496
  – Total GRT Usage: 0.0902
  – First-pass GRT wire length: 7480 um
  – Grt ovf: 0

Route
  – Initial DRT Pass Iterations: 4
  – Number of antenna diodes: 0
  – Total Wirelength: 4920 um
  – Post-route ant nets: 0
  – DR vias: about 1400
  – Avg WL per Cell: 15.0 um
  – Post-DR vias/cell: 4.41
  – Iteration-0 DRC Markers: between 50 and 60
  – Drt drc: 0

Run
  – Max Cap Viol: 0
  – Tool Warnings: 34

Die
  – # rows: 28
  – Core region area: 5990 sq um
  – Die area: between 9000 and 10000 sq um
  – Init Core Util: 0.155
  – Die W: 99 um
  – Io pins: approximately 100
  – Die height: 99 um

Power and ir drop
  – Power density over the cells: 83.0 nW/um^2
  – Pleak: 0.938 nW
  – Peak supply drop: 0.0414 mV

Place
  – GP Congestion: 0.847
  – Place WS: -0.320 ns
  – Placed cells: 325
  – Port-buffer cells: 101
  – Dpl hpwl: 4290 um

Outcome
  – Status: complete, no violations
==> per-layer routing <==
metal,up-vias,GRT usage,part of all wire
li1,732,-,-
met1,644,0.0998,0.40
met2,69,0.151,0.45
met3,0,0.0578,0.16
met4,0,0,0
met5,-,0,0
==> per-stage QoR <==
step	util	total power [mW]	area [sq um]
5_1_grt	0.370	0.201	2220
6_report	0.370	0.184	2220
3_5_place_dp	0.361	0.179	2160
3_3_place_gp	0.361	0.179	2160
4_1_cts	0.372	0.186	2230
2_1_floorplan	-	0.0600	926
==> cells in the final DEF, fill, tap and decap left out, drive strengths merged, types with 2 or more instances in the layout <==
master,instances
clkbuf,3
buf,38
clkdlybuf4s50,93
nor2b,2
a22o,4
a211oi,2
a21oi,3
nand2,4
nand4,8
nand4b,3
dlygate4sd2,2
a21o,8
nand3b,3
nor2,7
inv,6
o211ai,6
nand3,9
nor4,5
and2,26
==> area by class of cell <==
class,instances,area share
timing repair buffer,137,0.572
multi-input combinational,110,0.376
tap,75,0.0423
inverter,6,0.0102
==> timing repair <==
item / CTS / global route
setup endpoints to repair: 62 / 55
setup buffers: 2 / 0
pin swaps: 2 / 2
cloned: 1 / 0
resized: 22 / 13
hold buffers: 0 / 0
==> logic make-up after synthesis <==
family | count (synthesis) | synth area share
AOI/OAI and AO/OA | 32 | 0.296
buffers and inverters | 25 | 0.149
muxes | 2 | 0.0230
and+or+nand+nor | 76 | 0.532
==> tightest hold or removal path: stages <==
cell and delay (ns):
buf_2 0.15, a311oi_1 0.09, dlygate4sd2_1 0.25
==> power by group <==
part	total (mW)	switching (mW)	internal [mW]
clock	0	0	0
combinational	0.184	0.0701	0.114
sequential	0	0	0
total	0.184	0.0701	0.114
==> worst max path at each step <==
stage     endpoint  slack, ns
4_1_cts     IMM[1]       0.01
5_1_grt   func3[1]      0.003
6_report    IMM[1]       0.13
Power is estimated from default activity; no workload was simulated.
